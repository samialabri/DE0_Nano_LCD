==> /design/flow/design.v <==
module LCD (
	input clk,
	input [7:0] data_in,
	output reg [7:0] data_out,
	output reg lcd_e,
	output reg lcd_r,
	output LED0,
	output LED1,
	output LED2,
	output LED3
); 
assign LED0 = state[0];
assign LED1 = state[1];
assign LED2 = state[2];
assign LED3 = state[3];
localparam INIT   = 4'b0001;
localparam FIRST  = 4'b0010;
localparam SECOND = 4'b0100;
reg [3:0] state = INIT; 
integer j = 0 ; 
integer i = 0 ; 
reg [7:0] conf [0:5];
	initial
		begin 
			conf[0] <= 8'h38;  
			conf[1] <= 8'h0C;  
			conf[2] <= 8'h06;  
			conf[3] <= 8'h01;  
			conf[4] <= 8'h80;  
			conf[5] <= 8'hC0;  
		end 
always @ (posedge clk)
	begin 
		state		<= state;
		data_out	<= data_out;
		case (state)
			INIT: 
				begin
					lcd_r <= 0;
					if (j < 5)
						begin 
						if (i <= 1000000)
							begin 
								lcd_e = 1; 
								data_out <= conf[j];
								i <= i + 1; 
								state <= INIT;
							end 
						else if (i > 1000000 && i < 2000000)
							begin 
								lcd_e = 0;
								i <= i + 1;
								state <= INIT;
							end 
						else if (i == 2000000)
							begin 
								j <= j + 1;
								i <= 0; 
								state <= INIT;
							end 
						end 
					else 
						begin
							j <= 0;
							lcd_r <= 1; 
							state <= FIRST;
						end 
				end 
			FIRST:
				begin 
					if (j < 16)
						begin
							if (i <= 1000000)
								begin
									lcd_e <= 1;
									data_out <= data_in;
									i <= i + 1;
									state <= FIRST; 
								end 
							else if (i > 1000000 && i < 2000000)
								begin 
									lcd_e = 0;
									i <= i + 1;
									state <= FIRST;
								end 
							else if (i == 2000000)
								begin 
									j <= j + 1;
									i <= 0; 
									state <= FIRST;
								end 
						end 
					else
						begin 
							j <= 0;
							lcd_r <= 0;
							data_out <= conf[5];
							state <= SECOND;
						end 
				end 
			SECOND:
				begin 
					lcd_r <= 1;
					if (j < 16)
						begin
							if (i <= 1000000)
								begin
									lcd_e <= 1;
									data_out <= data_in;
									i <= i + 1;
									state <= SECOND; 
								end 
							else if (i > 1000000 && i < 2000000)
								begin 
									lcd_e = 0;
									i <= i + 1;
									state <= SECOND;
								end 
							else if (i == 2000000)
								begin 
									j <= j + 1;
									i <= 0; 
									state <= SECOND;
								end 
						end 
					else
						begin 
							j <= 0;
							lcd_r <= 0;
							data_out <= conf[5];
							state <= INIT;
						end 
				end 
				default: state <= INIT;
		endcase 
	end 
	endmodule 
==> /design/flow/run.sh <==
#!/bin/bash
# OpenROAD 26Q1-2900-gdf79404cd8, Yosys 0.63+post, stock flow scripts
make -C /OpenROAD-flow-scripts/flow DESIGN_CONFIG=/design/flow/config.mk WORK_HOME=/design/flow/orfs finish
==> /design/flow/config.mk <==
export PLATFORM = sky130hd
export DESIGN_NAME = LCD
export DESIGN_NICKNAME = LCD
export VERILOG_FILES = /design/flow/design.v
export SDC_FILE = /design/flow/constraint.sdc
export NUM_CORES = 4
export LEC_CHECK = 1
export CORE_UTILIZATION = 30
==> /design/flow/constraint.sdc <==
current_design LCD

set clk_period 6.4
set clk_io_pct 0.2

create_clock -name clk0 -period $clk_period [get_ports {clk}]

set non_clock_inputs [all_inputs -no_clocks]
set_input_delay [expr $clk_period * $clk_io_pct] -clock clk0 $non_clock_inputs
set_output_delay [expr $clk_period * $clk_io_pct] -clock clk0 [all_outputs]
==> results.yml <==
# physical design summary
final_timing:
  fmax_ghz: 0.325
  tns_ns: 0
  setup_viol: 0
  slew_headroom: 0.506
  skew_ns: 0.00741
  period_needed_ns: 3.07
  layout_worst_path_cycle_share: 0.480
  worst_pin_slew_ns: 0.741
  finalHoldViolations: 0
  slew_violations: 0
  fin_ws_ns: 3.33
  rsz0062_at_grt: "no"
clock_network:
  ctsResizeCount: 0
  root_buffer: "clkbuf_16"
  h-tree-depth: 3
  clkTransAtPathRegs_ns: 0.05
  numCtsBuffers: 9
  postCtsHoldBufs: 0
  clockBufferDepth: 2
  tritoncts: "built"
  clkLatencyLatePin_ns: 0.33
  post_cts_buffers: 0
  cts_sinks: 77
routing:
  ant_nets: 0
  num_antenna_cells: 0
  firstDrtPassIters: 5
  via_per_inst: 5.37
  vias: 3557
  drt_iter0_drc: 219
  finalWirelength_mm: 9.78
  drc: 0
  wl_per_cell_um: 14.7
place:
  gp_congestion: 0.813
  dpl_worst_slack_ns: 3.37
  io_buffer_count: 21
  hpwl_mm: 6.53
final_layout:
  drive_gt1_frac: 0.0505
  synthToLayoutAreaGrowth_pct: 12.9
  final_cell_mix: "edfxtp_1 (77), nor2_1 (64), xnor2_1 (39)"
  nFillCells: 1465
  lay_top_count: "edfxtp_1"
grt:
  grt_pass1_vias: 3362
  grt.total_usage: 0.131
  antenna_found_initial: 0
  grt_max_degree: 34
  grt_pass1_wl_mm: 16.4
  grt-ovfl-total: 0
worst_setup_path:
  critPathRequiredTime_ns: 6.38
  crit_path_max_fanout: 32
  r2r_end: "i[21]$_DFFE_PP_"
  critPathLaunchType: "flop"
  timing.rr.start: "i[22]$_DFFE_PP_"
  cp-startpoint: "i[22]$_DFFE_PP_"
  ff2ff_setup_slack_ns: 3.33
  worstSetupPathType: "flop to flop"
  cp-end-kind: "flop"
  reg2regPathDepth: 5
  cp.arrival_ns: 3.05
logic_synthesis:
  synthesis.area_um2: 4670
  ys_chip_area_um2: 4670
  avgSynthCellArea_um2: 10.0
  top_area_frac: 0.495
  ys_async_sr_fraction: 0
  synth-edff-count: 77
  ys.flops: 77
  ys_warn_count: 1
  yosysTopAreaCell: "edfxtp_1"
  flop_cell: "edfxtp_1"
  syn_inst: 466
  ys_types: 48
  topCellsByArea: "edfxtp_1 (50%), xnor2_1 (7.3%), nor2_1 (5.1%)"
  ys_cells: 466
  ys_seq_frac: 0.495
hold_path:
  whs_endpoint: "lcd_e$_DFFE_PP_"
  hold_path.class: "flop to flop"
  min_path_cells: 1
  hold_start: "lcd_e$_DFFE_PP_"
die:
  core_um2: 15200
  fp-row-count: 45
  die-area_um2: 16100
  io_pins: 23
  die_y_um: 127
  fp.dieW_um: 127
  fp_util: 0.307
pwr:
  p_per_area_nw_per_um2: 186
  total_power_uw: 979
  peakVddDrop_uv: 120
  leakage_uw: 0.00181
run_status:
  status: "completed"
run:
  tool_warnings: 29
  drv_cap: 0
metrics by stage:
stage	cell area [um^2]	hold WS (ns)	cells	util
finish	5270	0.550	663	0.347
global route	5270	0.569	663	0.347
CTS	5270	0.559	663	0.347
detailed placement	5040	0.554	652	0.331
global placement	5040	0.541	652	0.331
floorplan	4670	0.495	466	-
power breakdown:
| group | leakage [uW] | internal [uW] | switching [uW] |
|---|---|---|---|
| clock network | 0.000114 | 250 | 176 |
| logic | 0.000830 | 4.66 | 1.20 |
| registers | 0.000862 | 547 | 0 |
flip-flops by register name, summed over array words and instances (netlist names):
signal    cells
j            32
lcd_r         1
lcd_e         1
i            32
data_out      8
state         3
synth_stat cells (3+ instances only):
library cell,n
a21oi_1,22
a22o_1,6
a31oi_1,3
and2_1,3
and3_1,10
and4_1,11
clkbuf_1,23
edfxtp_1,77
ha_1,7
inv_1,13
nand2_1,26
nand2b_1,3
nand3_1,23
nand4_1,17
nor2_1,64
nor2b_1,4
nor3_1,16
nor4_1,28
o31ai_1,16
or4_1,16
xnor2_1,39
xor2_1,6
final cells by class:
| cell class | count | area [um^2] | share of cell area |
|---|---|---|---|
| tap | 188 | 235 | 0.0446 |
| clock inverter | 1 | 3.75 | 0.000712 |
| multi-input combinational | 349 | 2200 | 0.418 |
| timing repair buffer | 25 | 240 | 0.0456 |
| clock buffer | 10 | 229 | 0.0434 |
| sequential | 77 | 2310 | 0.439 |
| inverter | 13 | 48.8 | 0.00926 |
worst max-delay path, cell delays in order (launching register included):
cell,delay (ns)
edfxtp_1,0.43
nor3_1,0.40
nand3_2,0.38
or4_1,0.88
a21boi_2,0.22
buf_4,0.38
routing by layer:
metal,track usage,wire [um],vias up,share of wire
met5,0,0,-,0
met4,0.0140,107,0,0.011
met3,0.0331,517,8,0.053
met2,0.205,4530,87,0.46
met1,0.197,4620,1675,0.47
li1,-,-,1787,-
cells by family (layout without fill, tap and decap cells):
family,count (synthesis),in the layout,synth area share
other,1,1,0.000803
adders and majority gates,7,7,0.0188
and+or+nand+nor,234,234,0.274
DFF,77,77,0.495
muxes,2,2,0.00456
xor gates and xnor gates,45,45,0.0844
AOI/OAI and AO/OA,60,60,0.0860
buffers and inverters,40,49,0.0364
worst max-delay path by stage:
stage     cells past startpoint         endpoint  slack [ns]
6_report                      5  i[21]$_DFFE_PP_        3.33
4_1_cts                       5  i[24]$_DFFE_PP_        3.34
5_1_grt                       5  i[21]$_DFFE_PP_        3.14
Power figures rest on the tool's default switching activity, not on a simulated workload.
